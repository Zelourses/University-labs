==> design.v <==
`timescale 1ns / 1ps
module bcd(
    input [7:0] binaryInput,
    input clock,
    input start,
    input reset,
    output reg done,
    output reg [3:0] hundreds,
    output reg [3:0] tens,
    output reg [3:0] ones
);
integer i;
reg state;
reg [7:0] localInput;
localparam IDLE = 1'b0;
localparam WORK = 1'b1;
always @(posedge clock) begin
    if (reset) begin
        state <= IDLE;
        hundreds    <= 4'b0;
        tens        <= 4'b0;
        ones        <= 4'b0;
        localInput  <= 8'b0;
    end else begin
    case (state)
        IDLE: begin
            done <= 0;
            if (start) begin
                localInput  <= binaryInput;
                state       <= WORK;
            end
        end
        WORK: begin  
            hundreds    = 4'b0;
            tens        = 4'b0;
            ones        = 4'b0;            
            for (i=7; i>=0; i=i-1) begin
                if (hundreds >=5) hundreds  = hundreds + 3;
                if (tens     >=5) tens      = tens     + 3;
                if (ones     >=5) ones      = ones     + 3;
                hundreds = hundreds << 1;
                hundreds[0] = tens[3];
                tens = tens << 1;
                tens[0] = ones[3];
                ones = ones << 1;
                ones[0] = localInput[i];
            end
            state <= IDLE;
            done <= 1'b1;
        end
        default: state <= IDLE;
    endcase
    end
end
endmodule
==> run.sh <==
#!/bin/bash
# OpenROAD 26Q1-2900-gdf79404cd8, Yosys 0.63+post, stock flow scripts
make -C /OpenROAD-flow-scripts/flow DESIGN_CONFIG=/design/flow/config.mk WORK_HOME=/design/flow/orfs finish
==> config.mk <==
export PLATFORM = sky130hd
export DESIGN_NAME = bcd
export DESIGN_NICKNAME = bcd
export VERILOG_FILES = /design/flow/design.v
export SDC_FILE = /design/flow/constraint.sdc
export NUM_CORES = 4
export LEC_CHECK = 1
export CORE_AREA = 10 10 109 109
export DIE_AREA = 0 0 119 119
==> constraint.sdc <==
current_design bcd

set clk_period 3.8
set clk_io_pct 0.2

create_clock -name clk0 -period $clk_period [get_ports {clock}]

set non_clock_inputs [all_inputs -no_clocks]
set_input_delay [expr $clk_period * $clk_io_pct] -clock clk0 $non_clock_inputs
set_output_delay [expr $clk_period * $clk_io_pct] -clock clk0 [all_outputs]
==> out/metrics.yaml <==
outcome: "finished, final reports clean"
grt_pass1_vias: 1375
setup_violations: 0
edf_count: 1
hold_class: "reg2reg"
initCoreUtil_pct: 16.46
layout_setup_ws_ns: 0.1352
placed_area_um2: 2197
r2r_slack_ns: 0.14
num_vias: 1435
worstMarginPinSlew_ns: 0.7705
ys.flops: 20
top_cell_area_share_pct: 23.97
common_cells: "nand2_1, dfxtp_1, a21oi_1, nor2_1"
vias_per_cell: 3.997
yosysMostFrequentCell: "nand2_1"
grt.total_usage_pct: 5.574
cts_made_buffers: 3
syn_avg_cell_area_um2: 8.136
grt_pass1_wl_mm: 6.844
netlist_instances: 195
die_h_um: 119
wl_per_cell_um: 10.99
grt_max_degree: 23
boundaryPins: 24
p_leak_nw: 0.8393
h-tree-depth: 1
worst-path-max-fanout: 5
antenna_found_initial: 0
yosysTopAreaCell: "dfxtp_1"
finalPower_uw: 821.8
drt_wl_total_mm: 3.945
powerDensity_nw_per_um2: 348.4
regArea_um2: 415.4
synth_cell_types: 54
ys_chip_area_um2: 1587
slew_viol_final: 0
pre_cts_slack_ns: -0.03917
cts-root-buf: "clkbuf_8"
ant_nets: 0
busiest_layer: "met2"
syn_area_um2: 1587
antenna_cells: 0
die_width_um: 119
cp-end-kind: "register"
min_period_ns: 3.665
grt.overflow.total: 0
yosys_cells: 195
power.ir.vdd_worst_uv: 183.1
combGateArea_um2: 1323
top_cells_by_area: "dfxtp_1, ha_1, nand2_1, a21oi_1, mux2i_1"
dpl.cell_count: 349
grt_setup_unrepaired: "true"
required_ns: 3.92
max_cap_violations: 0
clock-sinks: 20
row_count: 36
hold_viol_final: 0
n_fill_cell: 1068
drive_gt1_share_pct: 29.20
chipArea_um2: 14160
dp_hpwl_mm: 3.036
area.growth.synth_to_final_pct: 48.66
finalCritPeriodShare_pct: 96.44
synth_top_flop_cell: "dfxtp_1"
arrival_ns: 3.78
drtPass1Iterations: 4
path_class: "reg2reg"
hold_buffers: 0
synth_seq_share_pct: 25.87
clock_path_buffers: 2
clock.fmax_mhz: 272.9
drc: 0
met1_usage_pct: 8.059
met3_usage_pct: 1.199
relSlewSlack_pct: 48.48
cts_tree: "done"
final_cells: 359
async_flop_share_pct: 0
clkSlewWorstSetupHoldPaths_ns: 0.09
gp_congestion: 0.8944
clock.latency.late_pin_ns: 0.27
warnings: 30
met2_usage_pct: 8.714
core-area_um2: 9639
start_kind: "register"
drt_iter0_drc: 46
final_cell_area_um2: 2359
numPortBuffers: 21
yosys_warnings: 1
fin_skew_ns: 0.007538
where the power goes:
part	internal, mW	leakage, nW	total [mW]	switching [mW]
Sequential	0.225	0.167	0.237	0.0123
Clock	0.114	0.0339	0.195	0.0804
Combinational	0.199	0.638	0.390	0.191
state kept, by name (all words and copies together), names as in the netlist:
register,flops
state,1
localInput,8
tens,4
done,1
hundreds,2
ones,4
layout make-up:
| cell class | instances | area share [%] |
|---|---|---|
| clock buffer | 4 | 2.812 |
| inverter | 10 | 1.804 |
| multi-input combinational | 153 | 56.07 |
| timing repair buffer | 39 | 14.64 |
| sequential | 20 | 17.61 |
| tap | 133 | 7.056 |
worst max-delay path, cell delays in order, from the launching register on:
cell,delay [ns]
dfxtp_2,0.34
inv_4,0.07
ha_4,0.12
inv_2,0.03
ha_4,0.15
a21o_4,0.20
xnor2_4,0.15
ha_4,0.18
nand2b_4,0.16
a2111oi_4,0.30
a311oi_1,0.10
o21ai_2,0.08
a21boi_4,0.22
mux2i_4,0.27
nand2_2,0.10
ha_4,0.22
a21oi_4,0.16
buf_4,0.17
o21ai_4,0.06
a211oi_1,0.32
a2111oi_2,0.09
final timing paths:
| path | cells after the start | startpoint | to |
|---|---|---|---|
| hold / removal | 2 | localInput[0] | localInput[0] |
| setup reg to reg | 20 | localInput[6] | hundreds[0] |
| hold reg to reg | 2 | localInput[0] | localInput[0] |
| setup / recovery | 20 | localInput[6] | hundreds[0] |
layout by cell type, fill, tap and decap left out, drive strengths merged, types with 2 or more instances in the layout:
cell           count
a22oi              2
nand2b             5
clkbuf             4
or3                2
nor3               8
nand3b             2
nor2              13
nor2b              4
and2               2
a41oi              2
o22a               2
a21oi             16
mux2               3
a311oi             6
ha                 9
o21ai             12
clkdlybuf4s50     21
o22ai              2
nand2             24
dfxtp             19
conb               2
a21o               4
mux2i              7
xnor2              6
buf               18
nand3              3
o32ai              2
inv               10
a2111oi            2
and3b              2
layer usage:
layer	share of wire, %	up-vias
met3	4.5	4
met5	0	-
met1	51	649
met4	0.43	0
met2	44	17
li1	-	765
metrics by stage:
stage | utilization (%) | hold slack (ns) | TNS [ns]
2_1_floorplan | - | 0.4317 | -0.02286
3_3_place_gp | 22.79 | 0.4466 | 0
3_5_place_dp | 22.79 | 0.4533 | -0.08006
4_1_cts | 23.72 | 0.4675 | 0
5_1_grt | 24.47 | 0.5070 | -0.2575
6_report | 24.47 | 0.4635 | 0
cell families after synthesis:
family	synth area share (%)
AOI/OAI and AO/OA	27.21
xor gates and xnor gates	4.732
and+or+nand+nor	20.66
muxes	7.571
adders and majority gates	7.729
buffers and inverters	5.993
other	0.2364
DFF	25.87
what timing repair did:
| item | CTS | global route |
|---|---|---|
| buffers inserted | 3 | 3 |
| pin swaps | 1 | 5 |
| setup endpoints to repair | 4 | 4 |
| gates resized | 0 | 10 |
Power is estimated from default activity; no workload was simulated.
