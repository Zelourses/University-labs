<file path="flow/design.v">
`timescale 1ns / 1ps
module sqrt(
    input clock,
    input reset,
    input start_in,
    input wire [7:0] input_x,
    output reg done,
    output reg [7:0] output_x
);
localparam IDLE = 1'b0;
localparam RUN = 1'b1;
reg state = IDLE;
reg [7:0] input_buffer, m, b, output_buffer;
always @(posedge clock) begin
    if(reset) begin
        state = IDLE;
        done <= 1'b0;
        input_buffer <= 0;
        m <= 1 << 6;
        output_buffer <= 0;
        output_x <= 0;
    end else begin
        case(state)
            IDLE: begin
                done <= 1'b0;
                output_x <= 0;
                if (start_in) begin
                    state <= RUN;
                    input_buffer <= input_x;
                    m <= 1 << 6;
                end
            end
            RUN: begin
                if (m != 0) begin
                    b = output_buffer | m;
                    output_buffer = output_buffer >> 1;
                    if (input_buffer >= b) begin
                        input_buffer <= input_buffer -b;  
                        output_buffer <= output_buffer | m; 
                    end 
                    m = m >>2;
                end else begin
                    state <= IDLE;
                    done <= 1'b1;
                    output_x <= output_buffer;
                end
            end
        endcase
    end
end
endmodule
`timescale 1ns / 1ps
module topModule(
    input clock,
    input reset,
    input start,
    input [7:0] input_a,
    input [7:0] input_b,
    output done,
    output [7:0] result
);
wire sqrt1_done;
wire [7:0] sqrt1_result;
wire [7:0] sqrt_plus_result;
wire sqrt_plus_done;
reg [7:0] input_b_reg;
always @(posedge clock) begin
    if (start) begin
        input_b_reg <= input_b;
    end
end 
sqrt sqrt1(
    .clock(clock),
    .reset(reset),
    .start_in(start),
    .input_x(input_a),
    .done(sqrt1_done),
    .output_x(sqrt1_result)
);
assign sqrt_plus_result = sqrt1_result+input_b_reg;
sqrt sqrt2(
    .clock(clock),
    .reset(reset),
    .start_in(sqrt1_done),
    .input_x(sqrt_plus_result),
    .done(done),
    .output_x(result)
);
endmodule
`timescale 1ns / 1ps
module NexysTopModule(
    input [15:0] SW,
    input CLK100MHZ,
    input BTNR,
    input BTNC,
    output LED16_R,
    output[15:0] LED,
    output reg [7:0] cat_arr,
    output reg [7:0] AN
);
reg [7:0] result_module;
reg [7:0] input_a;
reg [7:0] input_b;
wire [7:0] topModuleResult;
reg start = 1'b0;
wire done;
topModule topModule(
    .clock(CLK100MHZ),
    .reset(BTNR),
    .start(start),
    .input_a(input_a),
    .input_b(input_b),
    .done(done),
    .result(topModuleResult)
);
assign LED[7:0] = topModuleResult;
reg [15:0] segments;
wire [15:0] tmpSegments;
wire segmentsDone;
SevenSegments SevenSegments(
    .x(topModuleResult),
    .clock(CLK100MHZ),
    .start(done),
    .reset(BTNR),
    .done(segmentsDone),
    .y(tmpSegments)
);
reg BTNC_prev;
integer time_passed = 0;
reg segmentToShow = 0;
always @(posedge CLK100MHZ) begin
    if (segmentsDone) begin
        segments <= tmpSegments;
        segmentToShow <= 0;
    end else if (time_passed > 400000) begin
        cat_arr <= segments[7:0];
        segments <= {segments[7:0], segments[15:8]};
        AN <= {6'b111111,~segmentToShow, segmentToShow}; 
        time_passed <= 0;
        segmentToShow <= ~segmentToShow;
    end else begin
         time_passed <= time_passed+1;
     end
    if (BTNR) begin
        start <= 1'b0;
        input_a <= 8'b0;
        input_b <= 8'b0;
    end else begin
        if (BTNC & ~BTNC_prev) begin
            input_a <= SW[7:0];
            input_b <= SW[15:8];
            start <= 1'b1;
        end else begin
            start <= 1'b0;
        end 
    end
end
always @(posedge CLK100MHZ) begin
    BTNC_prev <= BTNC;
end
endmodule
`timescale 1ns / 1ps
module SevenSegments(
    input [7:0] x,
    input clock,
    input start,
    input reset,
    output reg done,
    output reg [15:0] y
);
reg state = 0;
localparam IDLE = 1'b0;
localparam WORK = 1'b1;
localparam ZERO = 4'b0000;
localparam ONE = 4'b0001;
localparam TWO = 4'b0010;
localparam THREE = 4'b0011;
localparam FOUR = 4'b0100;
localparam FIVE = 4'b0101;
localparam SIX = 4'b0110;
localparam SEVEN = 4'b0111;
localparam EIGHT = 4'b1000;
localparam NINE = 4'b1001;
always @(posedge clock) begin
    if (reset) begin
        done <=0;
        y <= 0;
    end else begin
        case (state)
            IDLE : begin
                done <= 0;
                if (start) begin
                    state <= WORK;
                    y <= 0;
                end
            end
            WORK: begin
                y[7] <= 1;
                y[6] <= ~x[1] & ( ~x[2] | ~x[3] & ~x[4]);
                y[5] <= ~x[1] & ( ~x[2] | ~x[3] & ~x[4]);
                y[4] <= 1;
                y[3] <= 1;
                y[2] <= 1;
                y[1] <= 1;
                y[0] <= 1;
                y[15] <= ( x[3] | x[5] ) & ( x[2] | ~x[4] ) & ( ~x[3] | ~x[5] ) & ( ~x[2] | x[4]);
                y[14] <= x[2] & x[3] & x[4] & x[5] | ~x[2] & x[3] & ( ~x[4] & x[5] | x[4] & ~x[5] ) | x[1];
                y[13] <= x[2] & x[3] & ~x[4] & ~x[5] | ~x[2] & ~x[3] & x[4] & ~x[5];
                y[12] <= ( x[2] | ~x[4] | x[3] & x[5] ) & ( ~x[3] | ~x[5] | ~x[2] & x[4] ) & ( ~x[2] | x[4] ) & ( x[3] | x[5] );
                y[11] <= ~x[2] & x[3] & ~x[4] | x[2] & x[3] & x[4] | x[5];
                y[10] <= x[2] & x[3] & ~x[4] | ~x[2] & ~x[3] & ( x[4] | x[5] ) | x[4] & x[5] & ( ~x[2] | ~x[3] );
                y[9] <= ~x[1] & ~x[2] & ~x[3] & ~x[4] | ~x[2] & x[3] & x[4] & x[5] | x[2] & ~x[3] & x[4];
                y[8] <= 1;
            end 
            default: state <= IDLE;
        endcase
    end
end
endmodule
</file>
<file path="flow/run.sh">
#!/bin/bash
# OpenROAD 26Q1-2900-gdf79404cd8, Yosys 0.63+post, stock flow scripts
make -C /OpenROAD-flow-scripts/flow DESIGN_CONFIG=/design/flow/config.mk WORK_HOME=/design/flow/orfs finish
</file>
<file path="flow/config.mk">
export PLATFORM = sky130hd
export DESIGN_NAME = NexysTopModule
export DESIGN_NICKNAME = NexysTopModule
export VERILOG_FILES = /design/flow/design.v
export SDC_FILE = /design/flow/constraint.sdc
export NUM_CORES = 4
export LEC_CHECK = 1
export CORE_UTILIZATION = 50
</file>
<file path="flow/constraint.sdc">
current_design NexysTopModule

set clk_period 7.2
set clk_io_pct 0.2

create_clock -name clk0 -period $clk_period [get_ports {CLK100MHZ}]

set non_clock_inputs [all_inputs -no_clocks]
set_input_delay [expr $clk_period * $clk_io_pct] -clock clk0 $non_clock_inputs
set_output_delay [expr $clk_period * $clk_io_pct] -clock clk0 [all_outputs]
</file>
==> impl_metrics.csv <==
group,metric,value,unit
clock_network,clkTransAtPathRegs,0.06,ns
pwr,share_seq_of_total_power,43.0,%
worst_setup_path,r2r_slack,4.26,ns
logic_synthesis,numSynthFlops,132,
flow_run,drv_cap,0,
floorplan,fp_util,51.4,%
worst_setup_path,startpoint,"topModule.sqrt1.m[0]",
worst_setup_path,crit-reg2reg-launch,"topModule.sqrt1.m[0]",
placed_design,port_buffers,35,
worst_hold_path,holdCritPathClass,"reg -> reg",
clock_network,cts_buffers,17,
route,via_count,4558,
pwr,cellInternalPower,1.43,mW
global_routing,grt_use_total,19.8,%
global_routing,met3_usage,4.53,%
final_timing,worst_hold_slack,0.421,ns
floorplan,fp.coreArea,12100,um^2
global_routing,grt_max_degree,47,
logic_synthesis,syn_area,6200,um^2
final_timing,slew_headroom,51.7,%
worst_setup_path,cp_data_required_time,7.48,ns
final_layout,syn_to_final_growth,16.7,%
route,drtIter0Drc,249,
worst_setup_path,critical_path_class,"reg -> reg",
logic_synthesis,yosys_most_used_dff,"dfxtp_1",
route,drt-pass1-iter-count,6,
final_timing,fin_skew,0.00588,ns
run_status,status,"completed",
worst_hold_path,min_path_cells,0,
clock_network,post_cts_buffers,0,
worst_setup_path,cp_max_fo,12,
floorplan,num_io_pins,52,
final_timing,setup_tns,0,ns
pwr,leakage,2.68,nW
route,drt-total-wl,11500,um
final_timing,max_freq,340,MHz
logic_synthesis,synthesis.instances,679,
pwr,switchingPower,0.369,mW
final_layout,regMostFlops,"time_passed",
global_routing,grt_pass1_vias,4231,
clock_network,cts_num_sinks,132,
pwr,p_sw_share,20.6,%
pwr,pwr-share-comb,5.1,%
final_timing,finalClockPeriodUsage,40.8,%
placed_design,post-dp-hpwl,7870,um
final_timing,layout_setup_ws,4.26,ns
worst_setup_path,crit_path_end_kind,"flip-flop",
final_timing,finalSetupViolCount,0,
logic_synthesis,ys_warn_count,13,
worst_setup_path,crit_arrival,3.22,ns
pwr,powerDensity,248,nW/um^2
route,route.antenna.diode_count,0,
global_routing,grt_pass1_wl,19800,um
logic_synthesis,syn_area_per_cell,9.13,um^2
floorplan,dieArea,12800,um^2
route,ant_nets,0,
global_routing,antenna_found_initial,0,
route,wl_per_cell,13.0,um
worst_hold_path,min_from,"segments[3]",
worst_setup_path,r2r_cells,10,
logic_synthesis,synth_cell_type_count,63,
floorplan,row_count,40,
final_timing,worst_slew_pin_slew,0.719,ns
route,viasPerCell,5.15,
clock_network,cts_root_buf,"clkbuf_16",
route,drc,0,
logic_synthesis,edf_count,27,
worst_hold_path,min_to,"cat_arr[3]",
logic_synthesis,ys_cells,679,
worst_setup_path,critPathLaunchType,"flip-flop",
final_layout,drive_above_1_share,7.39,%
global_routing,grt.met1_usage,32.4,%
final_timing,slew_viol_final,0,
clock_network,htreeDepth,4,
floorplan,dieHeight,113,um
logic_synthesis,yosys_area,6200,um^2
clock_network,tritoncts,"built",
clock_network,holdBufCountCts,0,
final_timing,final-hold-violation-count,0,
global_routing,grt-ovfl-total,0,
placed_design,dp_slack,3.98,ns
final_timing,layout_min_cycle_time,2.94,ns
placed_design,gp_congestion,0.870,
pwr,power_frac_clock,51.9,%
clock_network,clkLatencyLatePin,0.41,ns
global_routing,use_met2,29.0,%
worst_setup_path,reg2reg_to,"topModule.sqrt1.input_buffer[6]",
logic_synthesis,seq_area_frac_synth,47.0,%
clock_network,post_cts_resized,0,
pwr,peakVddDrop,0.199,mV
flow_run,warnings,26,
global_routing,grt_busiest_layer,"met1",
logic_synthesis,ys_async_sr_fraction,0,%
floorplan,fp.dieW,113,um
final_timing,rsz0062_at_grt,"no",
final_layout,largest_register_ffs,32,
clock_network,cts_max_path_buffers,2,
-- cell type report --
class	instances	area [um^2]
sequential	132	2910
clock inverter	14	209
clock buffer	18	439
inverter	26	97.6
fill	982	4830
timing repair buffer	41	395
multi-input combinational	486	2970
tap	168	210
-- worst max-delay path, stage by stage (launching register included) --
cell and delay (ns):
dfxtp_1 0.38, or2_2 0.14, ha_1 0.15, inv_1 0.05
fa_1 0.42, a21o_1 0.19, a2111oi_0 0.40, o21ai_0 0.34
a21o_1 0.43, o21ai_0 0.24, a21oi_1 0.06
-- per-layer routing --
layer  up-vias  share of wire (%)  wire length [um]
met5         -                  0                 0
met4         0                1.0               121
met3         9                4.7               545
met2        92                 43              4940
met1      2085                 51              5930
li1       2372                  -                 -
-- kinds of logic after synthesis --
logic type	share of synthesized area, %
other cells	0.121
simple gates	20.3
xor+xnor	5.23
compound gates	13.0
flops	47.0
fa+ha+maj	5.61
mux	2.60
buf+inv	6.20
-- synth_stat cells, types with 18 or more instances --
| cell type | n | area [um^2] |
|---|---|---|
| dfxtp_1 | 105 | 2100 |
| nand2_1 | 84 | 315 |
| nor2_1 | 73 | 274 |
| a21oi_1 | 70 | 350 |
| edfxtp_1 | 27 | 811 |
| inv_1 | 26 | 97.6 |
| buf_4 | 24 | 180 |
| ha_1 | 23 | 288 |
| xor2_1 | 19 | 166 |
| clkbuf_1 | 18 | 67.6 |
| o21ai_0 | 18 | 90.1 |
| xnor2_1 | 18 | 158 |
-- power groups by stage --
stage	logic (mW)	registers (mW)	clock network, mW
after CTS	0.0923	0.773	0.948
after global routing	0.104	0.774	0.987
final	0.0917	0.773	0.932
-- layout by cell type (no fill, tap or decap), types with 3 or more instances in the layout --
master,instances
nor2_2,3
o21a_1,8
edfxtp_1,27
inv_1,26
o2111ai_1,3
xor2_1,19
o21bai_1,3
clkinvlp_4,4
nor4b_1,3
xnor2_1,18
o21ai_0,18
nor3_1,16
nand2_1,84
nand3_1,15
or2_2,3
or3_1,3
nand4_1,6
buf_4,6
nor4_1,5
nor2_1,73
dfxtp_1,105
nand2b_1,6
nor2_4,3
bufinv_16,5
mux2i_1,15
a21oi_1,70
a211oi_1,6
ha_1,23
nor2b_1,10
clkdlybuf4s50_1,35
a31oi_1,3
fa_1,3
a21o_1,5
and3_1,5
clkbuf_16,17
conb_1,16
nor3b_1,9
clkinv_1,3
-- metrics by stage --
stage	std cells	utilization (%)	area, um^2	total power, mW
after detailed placement	853	54.6	6590	0.880
after global routing	885	60.0	7230	1.86
final	885	60.0	7230	1.80
after CTS	885	60.0	7230	1.81
after global placement	853	54.6	6590	0.879
after floorplan	693	-	6250	0.859
-- worst max path at each step --
stage,end,slack (ns),cells after the start
CTS,topModule.sqrt1.input_buffer[6],4.25,10
global route,topModule.sqrt1.input_buffer[6],3.96,10
finish,topModule.sqrt1.input_buffer[6],4.26,10
No activity file was given, so power comes from the tool's default toggle rates.
