$ cat design.v
module sm_cpu
(
    input           clk,         
    input           rst_n,       
    input   [ 4:0]  regAddr,     
    output  [31:0]  regData,     
    output  [31:0]  imAddr,      
    input   [31:0]  imData       
);
    wire        pcSrc;
    wire        regDst;
    wire        regWrite;
    wire        aluSrc;
    wire        aluZero;
    wire [ 2:0] aluControl;
    wire        sgnEx;
    wire [31:0] pc;
    wire [31:0] pcBranch;
    wire [31:0] pcNext  = pc + 1;
    wire [31:0] pc_new   = ~pcSrc ? pcNext : pcBranch;
    sm_register r_pc(clk ,rst_n, pc_new, pc);
    assign imAddr = pc;
    wire [31:0] instr = imData;
    wire [31:0] rd0;
    assign regData = (regAddr != 0) ? rd0 : pc;
    wire [ 4:0] a3  = regDst ? instr[15:11] : instr[20:16];
    wire [31:0] rd1;
    wire [31:0] rd2;
    wire [31:0] wd3;
    sm_register_file rf
    (
        .clk        ( clk          ),
        .a0         ( regAddr      ),
        .a1         ( instr[25:21] ),
        .a2         ( instr[20:16] ),
        .a3         ( a3           ),
        .rd0        ( rd0          ),
        .rd1        ( rd1          ),
        .rd2        ( rd2          ),
        .wd3        ( wd3          ),
        .we3        ( regWrite     )
    );
    wire [31:0] signImm = { {16 { instr[15] }}, instr[15:0] };
    assign pcBranch = pcNext + signImm;
    wire [31:0] srcB = aluSrc ? ( sgnEx ? signImm : {{ {16'b0 }}, instr[15:0] }): rd2;
    sm_alu alu
    (
        .srcA       ( rd1          ),
        .srcB       ( srcB         ),
        .oper       ( aluControl   ),
        .shift      ( instr[10:6 ] ),
        .zero       ( aluZero      ),
        .result     ( wd3          ) 
    );
    sm_control sm_control
    (
        .cmdOper    ( instr[31:26] ),
        .cmdFunk    ( instr[ 5:0 ] ),
        .aluZero    ( aluZero      ),
        .pcSrc      ( pcSrc        ), 
        .regDst     ( regDst       ), 
        .regWrite   ( regWrite     ), 
        .aluSrc     ( aluSrc       ),
        .aluControl ( aluControl   ),
        .sgnEx      ( sgnEx        )
    );
endmodule
module sm_control
(
    input      [5:0] cmdOper,
    input      [5:0] cmdFunk,
    input            aluZero,
    output           pcSrc,
    output reg       sgnEx, 
    output reg       regDst, 
    output reg       regWrite, 
    output reg       aluSrc,
    output reg [2:0] aluControl
);
    reg          branch;
    reg          condZero;
    assign pcSrc = branch & (aluZero == condZero);
    always @ (*) begin
        branch      = 1'b0;
        condZero    = 1'b0;
        regDst      = 1'b0;
        regWrite    = 1'b0;
        aluSrc      = 1'b0;
        aluControl  = 3'b000;
        sgnEx       = 1'b0;
        casez( {cmdOper,cmdFunk} )
            default               : ;
            { 6'b000000,  6'b100001 } : begin regDst = 1'b1; regWrite = 1'b1; aluControl = 3'b000;  end
            { 6'b000000,  6'b100101   } : begin regDst = 1'b1; regWrite = 1'b1; aluControl = 3'b001;   end
            { 6'b000000,  6'b000010  } : begin regDst = 1'b1; regWrite = 1'b1; aluControl = 3'b011;  end
            { 6'b000000,  6'b101011 } : begin regDst = 1'b1; regWrite = 1'b1; aluControl = 3'b100; end
            { 6'b000000,  6'b100011 } : begin regDst = 1'b1; regWrite = 1'b1; aluControl = 3'b101; end
            { 6'b001001, 6'b??????  } : begin regWrite = 1'b1; aluSrc = 1'b1; aluControl = 3'b000;  end
            { 6'b001111,   6'b??????  } : begin regWrite = 1'b1; aluSrc = 1'b1; aluControl = 3'b010;  end
            { 6'b000100,   6'b??????  } : begin branch = 1'b1; condZero = 1'b1; aluControl = 3'b101; end
            { 6'b000101,   6'b??????  } : begin branch = 1'b1; aluControl = 3'b101; end
            { 6'b001101,   6'b??????  } : begin regWrite = 1'b1; aluSrc = 1'b1; aluControl = 3'b001; end
            { 6'b001000, 6'b??????   } : begin sgnEx = 1'b1; regWrite = 1'b1; aluSrc = 1'b1; aluControl = 3'b000; end 
        endcase
    end
endmodule
module sm_alu
(
    input  [31:0] srcA,
    input  [31:0] srcB,
    input  [ 2:0] oper,
    input  [ 4:0] shift,
    output        zero,
    output reg [31:0] result
);
    always @ (*) begin
        case (oper)
            default   : result = srcA + srcB;
            3'b000  : result = srcA + srcB;
            3'b001   : result = srcA | srcB;
            3'b010  : result = (srcB << 16);
            3'b011  : result = srcB >> shift;
            3'b100 : result = (srcA < srcB) ? 1 : 0;
            3'b101 : result = srcA - srcB;
        endcase
    end
    assign zero   = (result == 0);
endmodule
module sm_register_file
(
    input         clk,
    input  [ 4:0] a0,
    input  [ 4:0] a1,
    input  [ 4:0] a2,
    input  [ 4:0] a3,
    output [31:0] rd0,
    output [31:0] rd1,
    output [31:0] rd2,
    input  [31:0] wd3,
    input         we3
);
    reg [31:0] rf [31:0];
    assign rd0 = (a0 != 0) ? rf [a0] : 32'b0;
    assign rd1 = (a1 != 0) ? rf [a1] : 32'b0;
    assign rd2 = (a2 != 0) ? rf [a2] : 32'b0;
    always @ (posedge clk)
        if(we3) rf [a3] <= wd3;
endmodule
$ cat constraint.sdc
current_design sm_register_file

set clk_period 7.5
set clk_io_pct 0.2

create_clock -name clk0 -period $clk_period [get_ports {clk}]

set non_clock_inputs [all_inputs -no_clocks]
set_input_delay [expr $clk_period * $clk_io_pct] -clock clk0 $non_clock_inputs
set_output_delay [expr $clk_period * $clk_io_pct] -clock clk0 [all_outputs]
$ cat run.sh
#!/bin/bash
# OpenROAD 26Q1-2900-gdf79404cd8, Yosys 0.63+post, stock flow scripts
make -C /OpenROAD-flow-scripts/flow DESIGN_CONFIG=/design/flow/config.mk WORK_HOME=/design/flow/orfs finish
$ cat config.mk
export PLATFORM = sky130hd
export DESIGN_NAME = sm_register_file
export DESIGN_NICKNAME = sm_register_file
export VERILOG_FILES = /design/flow/design.v
export SDC_FILE = /design/flow/constraint.sdc
export NUM_CORES = 4
export LEC_CHECK = 1
export CORE_UTILIZATION = 50
==> out/metrics.csv <==
stage,metric,value,unit
drt,final_antenna_net_count,0,
place,dpl-instance-area,59270,sq um
yosys,ys_chip_area,55810,sq um
drt,post_drt_wl_per_cell,41.97,um
clock_network,cts.sinks,1024,
yosys,yosysSeqAreaShare,0.5510,
power,power,13540,uW
outcome,status,completed,
die,placementRows,122,
layout,largest_reg_flops,1024,
layout,largest_register,rf,
clock_network,post_cts_buffers,0,
layout,postLayoutCellArea,62850,sq um
final_timing,fmax,0.1499,GHz
final_timing,period_used_share,0.8896,
final_timing,worst_pin_slew,1114,ps
drt,first_iter_violations,2672,
die,chipArea,113000,sq um
final_timing,fin_tns_setup,0,ps
final_timing,maxSlewViolCount,0,
die,die_x,336.1,um
final_timing,grt_setup_unrepaired,false,
drt,via_count,36720,
worst_setup_path,endpoint_kind,output port,
global_route,grt_use_total,0.4150,
power,p_per_area,215.4,nW/um^2
layout,layout_top_cell,edfxtp_1,
die,pin_count,150,
clock_network,cts_hold_buf,0,
layout,layout_top_cells,"1024 x edfxtp_1, 576 x mux4_2, 384 x mux2i_1, 163 x buf_4, 134 x clkdlybuf4s50_1",
worst_setup_path,crit_fanout,25,
layout,fill_cells,8103,
layout,layout-drive-gt1-share,0.3129,
power,p_leak,0.02016,uW
global_route,antenna_found_initial,3,
hold_path,hold_path_class,in -> reg,
yosys,synthCells,3230,
clock_network,cts-resized-gates,0,
die,dieHeight,336.1,um
worst_setup_path,cp.required,6000,ps
worst_setup_path,arrival,5170,ps
die,core,110700,sq um
yosys,synth_warnings,1,
clock_network,root_buffer,clkbuf_16,
global_route,grt_max_degree,89,
place,gp_congestion,0.9525,
layout,area_growth,12.62,%
global_route,grt-ovfl-total,0,
worst_setup_path,worstSetupPathType,in -> out,
layout,top_regs,rf (1024),
yosys,syn_area_per_cell,17.28,sq um
final_timing,hold_viol_final,0,
global_route,grt_pass1_wl,291.0,mm
global_route,grt_pass1_vias,40920,
worst_setup_path,start_kind,input port,
final_timing,slew_headroom,0.2549,
job,maxCapViolCount,0,
clock_network,path_clk_slew,60,ps
yosys,synth_stat.cells,3230,
drt,drcViolationCount,0,
yosys,synth_flops,1024,
final_timing,period_needed,6672,ps
job,warnings,26,
clock_network,cts.htree.levels,3,
layout,final_util,0.5679,
place,post-dp-hpwl,120.1,mm
drt,avgViaCountPerCell,7.451,
clock_network,cts_made_buffers,113,
yosys,synth_cell_type_count,36,
yosys,synthesis.area,55810,sq um
clock_network,tritoncts,built,
drt,routed_wl,206.8,mm
final_timing,setup_violations,0,
power,ir_worst_vdd,211.7,uV
final_timing,fin_hold_ws,1604,ps
die,fp-utilization,0.5043,
place,io_buffers,149,
clock_network,cts_max_path_buffers,3,
drt,drt-pass1-iter-count,7,
per-layer routing:
layer / track usage / wire length (um) / up-vias
met3: 0.3466 / 40800 / 723
li1: - / - / 14310
met1: 0.4691 / 59790 / 18210
met2: 0.5639 / 92350 / 3453
met5: 0.05872 / 718 / -
met4: 0.1928 / 13160 / 23
stage by stage:
step                cells  worst slack, ps
floorplan            3230             3157
global placement     4722             1122
detailed placement   4722             1088
CTS                  4924             1071
global route         4926            799.0
finish               4928            827.9
path summary, 6_finish.rpt:
path,from,endpoint,slack (ps),depth (start not counted)
worst min-delay path,wd3[5],rf[13][5],1600,2
worst max-delay path,a1[4],rd1[14],830,6
final cells by class:
cell class / instances / area [sq um] / area share
Antenna cell: 4 / 10.01 / 0.0001593
Clock buffer: 140 / 2950 / 0.04694
Clock inverter: 62 / 619.3 / 0.009854
Inverter: 3 / 16.27 / 0.0002588
Multi-Input combinational cell: 1885 / 23710 / 0.3773
Sequential cell: 1024 / 30750 / 0.4892
Tap cell: 1488 / 1862 / 0.02962
Timing Repair Buffer: 322 / 2934 / 0.04668
cell usage after synthesis, drive strengths merged:
library cell	number	area, sq um
and2	3	18.77
mux2i	384	3844
and3	1	6.260
a221oi	77	674.4
o21ai	109	545.5
inv	3	11.26
o221ai	64	560.5
edfxtp	1024	30750
nor2	41	156.4
or3b	5	43.79
nand2	103	386.6
o2111ai	19	166.4
nand3	2	10.01
nand4	32	200.2
mux4	576	12970
a311oi	64	560.5
or4	2	22.52
nand3b	6	45.04
or2	2	12.51
buf	164	1091
a22oi	96	720.7
clkbuf	154	581.8
or3	2	12.51
a21oi	32	160.2
a211oi	96	720.7
nand2b	2	12.51
mux2	96	1081
nor2b	71	444.2
critical path, stage by stage:
cell	delay, ps
buf_2	620
or2_2	720
or4_4	760
o21ai_1	170
a311oi_1	730
clkdlybuf4s50_1	630
power by group:
| group | switching, uW | internal (uW) |
|---|---|---|
| logic | 954 | 705 |
| registers | 42.6 | 6370 |
| clock network | 2290 | 3170 |
cells by family after synthesis:
group / count (synthesis) / share of synthesized area
flip-flops: 1024 / 0.5510
buffers and inverters: 321 / 0.03018
multiplexers: 1056 / 0.3207
AND/OR/NAND/NOR: 272 / 0.02457
AND-OR/OR-AND: 557 / 0.07362
Power and IR drop assume default switching activity.
